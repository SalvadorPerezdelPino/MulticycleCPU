[/design/flow/design.v]
module stack (
	input wire push,
	input wire pop,
	input wire [9:0] in_data,
	output wire [9:0] out_data,
	input wire clk
);
	reg [8:0] sp = 9'b0;  
	reg [9:0] buffer [255:0];
	wire full, empty;
	assign full = (sp == 256);
	assign empty = (sp == 0);
	assign out_data = (!empty) ? buffer[sp - 1] : 10'b0;
	always @(posedge clk) begin
		if (push && !full) begin
			buffer[sp] <= in_data;
			sp = sp + 9'b1;
		end else if (pop && !empty) begin
			sp <= sp - 9'b1;
		end
	end
endmodule
[/design/flow/run.sh]
#!/bin/bash
# OpenROAD 26Q1-2900-gdf79404cd8, Yosys 0.63+post, stock flow scripts
make -C /OpenROAD-flow-scripts/flow DESIGN_CONFIG=/design/flow/config.mk WORK_HOME=/design/flow/orfs finish
[/design/flow/config.mk]
export PLATFORM = sky130hd
export DESIGN_NAME = stack
export DESIGN_NICKNAME = stack
export VERILOG_FILES = /design/flow/design.v
export SDC_FILE = /design/flow/constraint.sdc
export NUM_CORES = 4
export LEC_CHECK = 1
export CORE_UTILIZATION = 50
[/design/flow/constraint.sdc]
current_design stack

set clk_period 46.8
set clk_io_pct 0.2

create_clock -name clk0 -period $clk_period [get_ports {clk}]

set non_clock_inputs [all_inputs -no_clocks]
set_input_delay [expr $clk_period * $clk_io_pct] -clock clk0 $non_clock_inputs
set_output_delay [expr $clk_period * $clk_io_pct] -clock clk0 [all_outputs]
==> metrics.csv <==
metric,value,unit
Top cells excl fill/tap,"sky130_fd_sc_hd__edfxtp_1, sky130_fd_sc_hd__mux4_2, sky130_fd_sc_hd__buf_4",
H-Tree Level Count,5,
instance count of the mapped netlist,4493,
deepest clock path buffer count,4,
max-slew violations,0,
path class of the lowest-slack min-delay path,flip-flop to flip-flop,
critical path startpoint category,flip-flop,
most common cell type on the critical path,sky130_fd_sc_hd__buf_4,
final hold violation count,0,
final period demand of the worst path,17.66,ns
master cell of the clock root buffer,sky130_fd_sc_hd__clkbuf_16,
antenna violations before repair,8,
synthesized area per cell,22.22,sq um
Final ANT Viol Nets,0,
number of buffers inserted during clock tree synthesis,284,
number of sinks driven by the clock tree,2569,
width of the die,448.8,um
clock slew at the register clock pins of the worst setup and hold paths,0.06,ns
layout cells sized above 1,0.2942,
Placement Rows,163,
synthesized area,99830,sq um
Total Neg Setup Slack,0,ns
number of global-route vias before repair,52150,
number of distinct standard cells referenced by the synthesized netlist,63,
Syn-to-layout area delta,13.70,%
height of the die,448.8,um
headroom to the max-slew limit,0.2315,
critical path capture point type,primary output,
count of boundary I/O pins,23,
Latency at later pin,0.89,ns
asr flop ratio synth,0,
leakage power of the design,35.82,nW
Worst Tran Pin Value,1.149,ns
global-route wire length before repair,361700,um
core area,197800,sq um
global placement routability congestion,0.8918,
MaxCap Viol Count,0,
"most common cell after layout, fill and taps aside",sky130_fd_sc_hd__edfxtp_1,
ys cells,4493,
DRC violation total after the first TritonRoute iteration,3287,
number of fill cells,14160,
unrepaired setup endpoints after global routing,no,
count of flip-flops with a built-in enable after synthesis,2569,
arrival time of the worst setup path,8.30,ns
number of warnings in the stage logs,34,
Synth Flop Type,sky130_fd_sc_hd__edfxtp_1,
outcome,finished clean,
area of the die,201400,sq um
count of input and output buffers,22,
"Largest stage delay, worst path",0.80,ns
HPWL Detailed,145100,um
final worst-path cycle share,0.3773,
buffer count from post-CTS setup fixing,0,
final hold slack,0.8327,ns
via count of the routed design,47190,
largest fanout of any net on the critical path,51,
via count normalized by instance count,6.087,
setup skew after layout,0.04978,ns
"Seq share, synth",0.7728,
maximum number of pins on one net before global-route repair,118,
series of cell instances along the critical path,buf_4 > inv_1 > buf_4 > ha_4 > buf_4 > buf_4 > buf_4 > buf_4 > mux4_2 > mux4_2 > mux2i_1 > a32o_1 > a311oi_1 > buf_4 > a41o_1 > clkdlybuf4s50_1,
Slowest cell on crit path,sky130_fd_sc_hd__ha_4,
register bit total from synthesis,2569,
FMAX,56.63,MHz
data required time at the worst endpoint,37.44,ns
overall routed net length,245600,um
Routed WL per cell,31.68,um
critical path class,flip-flop to primary output,
warning count from the yosys run,1,
global router's overall resource usage,0.2832,
Final setup viols,0,
"IR drop worst, VDD",0.06838,mV
first-pass detailed-route iteration total,7,
yosys stat area,99830,sq um
Pre-Place Util,0.5046,
overflow left after global routing,0,
utilization of the core after routing,0.5737,
P per Cell Area,56.13,nW/um^2
DRC viols,0,
Resize count post-CTS,0,
TritonCTS clock tree,yes,
# hold bufs at CTS,0,
path summary, 6_finish.rpt:
check	startpoint	to	slack, ns	cells after the start
worst min-delay path	sp[1]$_DFFE_PP_	sp[1]$_DFFE_PP_	0.83	1
worst max-delay path	sp[0]$_DFFE_PP_	out_data[9]	29.14	16
worst min register to register	sp[1]$_DFFE_PP_	sp[1]$_DFFE_PP_	0.83	1
worst max register to register	sp[0]$_DFFE_PP_	buffer[128][0]$_DFFE_PP_	41.85	13
where the power goes:
| group | switching, mW | leakage (nW) | internal, mW |
|---|---|---|---|
| registers | 0.0158 | 23.1 | 2.56 |
| clock network | 0.848 | 4.10 | 1.20 |
| logic | 1.07 | 8.63 | 0.671 |
| total | 1.94 | 35.8 | 4.43 |
sequential cells by signal, summed over array words and instances, names as in the netlist:
register  count
buffer     2560
sp            9
per-layer routing:
| layer | vias up | track usage | wire, um |
|---|---|---|---|
| met5 | - | 0.0004735 | 79 |
| met4 | 12 | 0.06453 | 7566 |
| met3 | 469 | 0.1918 | 39270 |
| met2 | 2836 | 0.4001 | 117600 |
| met1 | 24180 | 0.4076 | 81150 |
| li1 | 19690 | - | - |
kinds of logic after synthesis:
logic type	Yosys count	synth area share
compound gates	136	0.009726
xor+xnor	13	0.001216
fa+ha+maj	13	0.001705
buf+inv	270	0.01401
flops	2569	0.7728
mux	775	0.1703
simple gates	717	0.03023
critical path: cells and delay by family (launching register included):
kind / cells / cell delay (ns)
fa+ha+maj: 1 / 0.80
flops: 1 / 0.32
compound gates: 3 / 0.62
buf+inv: 9 / 4.17
mux: 3 / 1.37
final cells by class:
type	count	area, sq um	area share
diodes	1	2.502	0.00002205
clock buffers	365	7538	0.06642
clock inverters	110	830.8	0.007320
inverters	8	30.03	0.0002646
multi-input cells	1654	21430	0.1888
flip-flops and latches	2569	77140	0.6797
well taps	2640	3303	0.02910
repair buffers	406	3216	0.02833
metrics by stage:
stage | setup slack (ns) | std cells | total power [mW] | instance area [sq um]
3_5_place_dp | 29.93 | 7277 | 4.391 | 105100
2_1_floorplan | 33.46 | 4493 | 3.679 | 99830
4_1_cts | 28.92 | 7752 | 6.437 | 113500
3_3_place_gp | 29.85 | 7277 | 4.391 | 105100
6_report | 29.14 | 7753 | 6.371 | 113500
5_1_grt | 28.60 | 7753 | 6.608 | 113500
synth_stat cells (2+ instances only):
cell / count / area [sq um]
sky130_fd_sc_hd__nor3_1: 17 / 85.08
sky130_fd_sc_hd__nor4_1: 3 / 18.77
sky130_fd_sc_hd__a311oi_1: 11 / 96.34
sky130_fd_sc_hd__o22ai_1: 2 / 12.51
sky130_fd_sc_hd__or3_1: 11 / 68.82
sky130_fd_sc_hd__a41o_1: 9 / 90.09
sky130_fd_sc_hd__nand2_1: 263 / 987.2
sky130_fd_sc_hd__nand3b_1: 2 / 15.01
sky130_fd_sc_hd__edfxtp_1: 2569 / 77140
sky130_fd_sc_hd__a31oi_1: 3 / 18.77
sky130_fd_sc_hd__a21oi_1: 57 / 285.3
sky130_fd_sc_hd__ha_1: 12 / 150.1
sky130_fd_sc_hd__mux4_2: 731 / 16460
sky130_fd_sc_hd__clkbuf_1: 115 / 431.7
sky130_fd_sc_hd__a32o_1: 9 / 90.09
sky130_fd_sc_hd__o2111ai_1: 2 / 17.52
sky130_fd_sc_hd__nand4_1: 11 / 68.82
sky130_fd_sc_hd__o21bai_1: 4 / 30.03
sky130_fd_sc_hd__o31ai_1: 2 / 15.01
sky130_fd_sc_hd__a41oi_1: 2 / 17.52
sky130_fd_sc_hd__and3_1: 5 / 31.28
sky130_fd_sc_hd__buf_2: 80 / 400.4
sky130_fd_sc_hd__buf_6: 20 / 225.2
sky130_fd_sc_hd__o21ai_0: 8 / 40.04
sky130_fd_sc_hd__o221ai_1: 9 / 78.83
sky130_fd_sc_hd__mux4_1: 6 / 157.7
sky130_fd_sc_hd__a211oi_1: 2 / 15.01
sky130_fd_sc_hd__xor2_1: 3 / 26.28
sky130_fd_sc_hd__xnor2_1: 9 / 78.83
sky130_fd_sc_hd__nor3b_1: 5 / 37.54
sky130_fd_sc_hd__nand3_1: 115 / 575.6
sky130_fd_sc_hd__nor2_1: 268 / 1006
sky130_fd_sc_hd__mux2i_1: 37 / 370.4
sky130_fd_sc_hd__inv_1: 8 / 30.03
sky130_fd_sc_hd__a21o_1: 3 / 22.52
sky130_fd_sc_hd__and2_1: 2 / 12.51
sky130_fd_sc_hd__buf_1: 14 / 52.55
sky130_fd_sc_hd__nor2b_1: 7 / 43.79
sky130_fd_sc_hd__or2_2: 2 / 12.51
sky130_fd_sc_hd__a2111oi_0: 3 / 26.28
sky130_fd_sc_hd__buf_4: 30 / 225.2
Power figures rest on the tool's default switching activity, not on a simulated workload.
