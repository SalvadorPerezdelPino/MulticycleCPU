## /design/flow/run.sh

```bash
#!/bin/bash
# OpenROAD 26Q1-2900-gdf79404cd8, Yosys 0.63+post, stock flow scripts
make -C /OpenROAD-flow-scripts/flow DESIGN_CONFIG=/design/flow/config.mk WORK_HOME=/design/flow/orfs finish
```

## /design/flow/config.mk

```make
export PLATFORM = sky130hd
export DESIGN_NAME = cd_io
export DESIGN_NICKNAME = cd_io
export VERILOG_FILES = /design/flow/design.v
export SDC_FILE = /design/flow/constraint.sdc
export NUM_CORES = 4
export LEC_CHECK = 1
export CORE_AREA = 10 10 70 70
export DIE_AREA = 0 0 80 80
```

## /design/flow/constraint.sdc

```tcl
current_design cd_io

set clk_period 1.0
set clk_io_pct 0.2

create_clock -name clk0 -period $clk_period

set non_clock_inputs [all_inputs -no_clocks]
set_input_delay [expr $clk_period * $clk_io_pct] -clock clk0 $non_clock_inputs
set_output_delay [expr $clk_period * $clk_io_pct] -clock clk0 [all_outputs]
```

## /design/flow/design.v

```verilog
module cd_io #(parameter WIDTH=16) (
					inout wire  [WIDTH-1:0] bus_data, 
					input wire  [WIDTH-1:0] data_from_cpu, 
					output wire [WIDTH-1:0] data_to_cpu, 
					input wire 	read,
					input wire  write);
	assign bus_data = (write && !read) ? data_from_cpu : {WIDTH{1'bz}};
	assign data_to_cpu = (read && !write) ? bus_data : {WIDTH{1'b0}};
endmodule
```

==> results.sh <==
# implementation run metrics
export IMPL_run_status="aborted with a tool error"
export IMPL_stop_stage="4_1_cts"
export IMPL_error="[error] [KeplerFormal.cpp:679] Workflow failed: Iso has multiple drivers: .data_from_cpu0, input1.X0"
export IMPL_top_area_cell="buf_4"
export IMPL_dp_hpwl_mm=1.15
export IMPL_postCtsSetupBuffers=4
export IMPL_dp_cells=98
export IMPL_placed_cell_area_sq_um=573
export IMPL_place_port_buffers=34
export IMPL_ys_types=4
export IMPL_synth_area_sq_um=290
export IMPL_top_cells_by_count="buf_4, and3b_1, and3b_2"
export IMPL_postSynthAreaPerCell_sq_um=8.54
export IMPL_holdBufCountCts=0
export IMPL_ys_area_sq_um=290
export IMPL_dieHeight_um=80
export IMPL_std_cell_rows=21
export IMPL_synth_area_top_cells="buf_4, and3b_1, and3b_2, buf_6"
export IMPL_syn_inst=34
export IMPL_fp_utilization=0.0850
export IMPL_top_cell="buf_4"
export IMPL_die_w_um=80
export IMPL_ios=50
export IMPL_yosysWarnings=1
export IMPL_cts_resized_gates=86
export IMPL_dp_slack_ps=-703
export IMPL_ys_cells=34
export IMPL_place_gp_congestion=0.805
export IMPL_top_area_frac=0.414
export IMPL_ys_seq_frac=0
[logic make-up after synthesis]
kind of cell / share of synthesized area
buffers and inverters: 0.491
AND/OR/NAND/NOR: 0.509
[per-stage QoR]
step,util,TNS (ps)
after detailed placement,0.168,-10720
after global placement,0.168,-10580
after floorplan,-,0
