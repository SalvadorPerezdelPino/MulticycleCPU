[config.mk]
export PLATFORM = sky130hd
export DESIGN_NAME = alu
export DESIGN_NICKNAME = alu
export VERILOG_FILES = /design/flow/design.v
export SDC_FILE = /design/flow/constraint.sdc
export NUM_CORES = 4
export LEC_CHECK = 1
export CORE_UTILIZATION = 40
[constraint.sdc]
current_design alu

set clk_period 13.3
set clk_io_pct 0.2

create_clock -name clk0 -period $clk_period

set non_clock_inputs [all_inputs -no_clocks]
set_input_delay [expr $clk_period * $clk_io_pct] -clock clk0 $non_clock_inputs
set_output_delay [expr $clk_period * $clk_io_pct] -clock clk0 [all_outputs]
[design.v]
module alu (
	input wire [15:0] a, b,
   input wire [2:0] op_alu,
   output wire [15:0] y,
   output wire zero,
	output wire sign);
	reg [15:0] s;		   
	always @(a, b, op_alu)
	begin
	  case (op_alu)              
		 3'b000: s = a;
		 3'b001: s = ~a;
		 3'b010: s = a + b;
		 3'b011: s = a - b;
		 3'b100: s = a & b;
		 3'b101: s = a | b;
		 3'b110: s = -a;
		 3'b111: s = a*b;
		default: s = 16'bx;  
	  endcase
	end
	assign y = s;
	assign zero = ~(|y);    
	assign sign = y[15];	   
endmodule
[run.sh]
#!/bin/bash
# OpenROAD 26Q1-2900-gdf79404cd8, Yosys 0.63+post, stock flow scripts
make -C /OpenROAD-flow-scripts/flow DESIGN_CONFIG=/design/flow/config.mk WORK_HOME=/design/flow/orfs finish
==> results_dict.tcl <==
# metrics dict for downstream scripts
set metrics [dict create \
    status "complete, no violations" \
    drt_iter0_drc 411 \
    worst_pin_slew_ps 806 \
    vias 5743 \
    synthCells 849 \
    p_leak_uw 0.00324 \
    drc 0 \
    gp_congestion 0.930 \
    p_per_area_nw_per_um2 154 \
    die_y_um 128 \
    ys_seq_share_pct 0 \
    start_kind "input port" \
    globalRouteMet1Util_pct 39.1 \
    grt_util_met2_pct 38.5 \
    wl_um 18800 \
    crit_chain "clkdlybuf4s50_1 -> and2_1 -> fa_1 -> inv_1 -> fa_1 -> fa_1 -> fa_1 -> inv_1 -> fa_1 -> inv_1 -> fa_1 -> inv_1 -> ha_1 -> nand3_1 -> o31ai_1 -> mux2i_1 -> a21oi_1 -> o22ai_1 -> or4b_1 -> nor4_2 -> clkdlybuf4s50_1" \
    final_area_um2 7080 \
    relSlewSlack_pct 46.1 \
    port_buffers 53 \
    setup_violations 0 \
    ys_area_um2 6400 \
    fmax_mhz 81.7 \
    firstDrtPassIters 5 \
    warnings 34 \
    ff_count 0 \
    critPathKind "input port to output port" \
    maxCapViolCount 0 \
    grt_pass1_wl_um 31100 \
    syn_area_per_cell_um2 7.54 \
    regArea_um2 0 \
    cts_resized 0 \
    dieArea_um2 16500 \
    ant_nets 0 \
    yosys_warnings 1 \
    cp.required_ps 10640 \
    period_needed_ps 12240 \
    endpoint_kind "output port" \
    rows 45 \
    viasPerCell 5.34 \
    cts_setup_buffers 0 \
    dp_hpwl_um 14800 \
    grt_pass1_vias 5709 \
    postPlaceCellArea_um2 7080 \
    gr-max-usage-layer "met1" \
    initCoreUtil_pct 41.5 \
    slew_violations 0 \
    track_usage_pct 25.3 \
    wl_per_cell_um 17.4 \
    antenna_found_initial 0 \
    cp.arrival_ps 9580 \
    postCtsHoldBufs 0 \
    ys_cells 849 \
    nFillCells 1582 \
    synth_cell_types 68 \
    worstPathMaxFanout 14 \
    finalClockPeriodUsage_pct 92.1 \
    syn_to_final_growth_pct 10.7 \
    grt_max_degree 51 \
    synth_area_um2 6400 \
    cp_slowest_cell "clkdlybuf4s50_1" \
    ios 53 \
    nClkBuffers 0 \
    setup_tns_ps 0 \
    drive_gt1_share_pct 4.63 \
    rsz0062_at_grt "false" \
    core_um2 15400 \
    hold_viol 0 \
    grt.overflow.total 0 \
    max_stage_delay_ps 770 \
    die_w_um 128 \
    num_antenna_cells 0 \
    use_met3_pct 5.00 \
    vdd_drop_max_uv 92.4 \
    hold_class "input port to output port" \
    hold_depth 5 \
    path_common_cell "fa_1" \
]
==> per-stage QoR <==
stage          setup slack, ps  hold slack, ps  instances  util (%)  total power (uW)
2_1_floorplan             2590            5480        849         -               828
3_5_place_dp              1160            6450       1075      45.9              1080
6_report                  1060            6480       1075      45.9              1090
5_1_grt                    634            6550       1075      45.9              1240
4_1_cts                   1100            6460       1075      45.9              1100
3_3_place_gp              1170            6460       1075      45.9              1090
==> logic make-up (layout without fill, tap and decap cells) <==
group	Yosys count	in the layout	share of synthesized area (%)
compound gates	158	158	16.5
xor+xnor	67	67	9.17
fa+ha+maj	150	150	38.8
buf+inv	180	195	11.2
mux	10	10	1.82
simple gates	284	284	22.5
==> path summary, 6_finish.rpt <==
check | from | endpoint | slack (ps)
min | op_alu[0] | y[13] | 6480
max | a[7] | zero | 1060
==> where the power goes <==
part | internal (uW) | switching, uW
sequential | 0 | 0
clock | 0 | 0
combinational | 501 | 591
==> cell usage after synthesis, types with 3 or more instances <==
cell       number  share of area [%]
o32ai_1         3               0.41
a21o_1          9                1.1
nor4_1          3               0.29
o21bai_1        3               0.35
a211o_1         3               0.41
nor2b_1         9               0.88
a21oi_1        49                3.8
ha_1           68                 13
nand2_1       101                5.9
buf_4           3               0.35
a2bb2oi_1       4               0.55
or4_1           3               0.35
and3_1          8               0.78
nand3_1         5               0.39
o21a_1          4               0.47
fa_1           81                 25
xnor2_1        46                6.3
or3_1           6               0.59
xor2_1         21                2.9
o21ai_1         6               0.47
and2_1         63                6.2
or2_2           4               0.39
o211ai_1        6               0.70
nand2b_1       12                1.2
o21ai_0        21                1.6
o31ai_1         9                1.1
nor2_1         44                2.6
buf_2          12               0.94
buf_1           3               0.18
nor3_1         13                1.0
clkbuf_1       39                2.3
a221oi_1        9                1.2
mux2i_1         6               0.94
inv_1         121                7.1
o22ai_1         5               0.49
mux2_2          3               0.53
==> metal layers <==
metal | share of wire [%] | vias to the layer above | wire [um]
met2 | 44 | 229 | 8230
met5 | 0 | - | 0
met3 | 8.4 | 22 | 1580
met4 | 1.8 | 0 | 331
li1 | - | 2804 | -
met1 | 46 | 2688 | 8610
==> placed cells by master (no fill, tap or decap), types with 3 or more instances in the layout <==
cell             instances
xor2_1                  21
a2bb2oi_1                4
a21oi_1                 49
nand2_1                101
nor2_1                  44
o21bai_1                 3
mux2_2                   3
o22ai_1                  5
or2_2                    4
a221oi_1                 9
nor4_1                   3
buf_4                   21
o21a_1                   4
o31ai_1                  9
or4_1                    3
and3_1                   8
o21ai_0                 21
nand2b_1                12
o32ai_1                  3
o21ai_1                  6
fa_1                    81
mux2i_1                  6
inv_1                  121
o211ai_1                 6
a21o_1                   9
and2_1                  63
nor3_1                  13
clkdlybuf4s50_1         52
nor2b_1                  9
xnor2_1                 46
ha_1                    68
nand3_1                  5
a211o_1                  3
or3_1                    6
==> final cells by class <==
type	count	area, um2	share of cell area (%)
inverters	121	454	6.41
multi-input cells	669	5680	80.2
well taps	211	264	3.73
repair buffers	74	683	9.65
==> worst max-delay path, delay by kind of cell <==
kind	cells	cell delay, ps
AND-OR/OR-AND	3	780
adder cells (fa/ha/maj)	7	3320
buffers and inverters	6	1470
multiplexers	1	130
AND/OR/NAND/NOR	4	1220
Power is estimated from default activity; no workload was simulated.
